==> design.v <==
package alu_opcodes_pkg;
localparam ALU_OP_WIDTH = 5;
localparam ALU_ADD  = 5'b00000;
localparam ALU_SUB  = 5'b01000;
localparam ALU_XOR  = 5'b00100;
localparam ALU_OR   = 5'b00110;
localparam ALU_AND  = 5'b00111;
localparam ALU_SRA  = 5'b01101;   
localparam ALU_SRL  = 5'b00101;   
localparam ALU_SLL  = 5'b00001;   
localparam ALU_LTS  = 5'b11100;   
localparam ALU_LTU  = 5'b11110;   
localparam ALU_GES  = 5'b11101;   
localparam ALU_GEU  = 5'b11111;   
localparam ALU_EQ   = 5'b11000;   
localparam ALU_NE   = 5'b11001;   
localparam ALU_SLTS = 5'b00010;   
localparam ALU_SLTU = 5'b00011;   
endpackage
package memory_pkg;
  localparam INSTR_MEM_SIZE_BYTES = 512;
  localparam INSTR_MEM_SIZE_WORDS = INSTR_MEM_SIZE_BYTES / 4;
  localparam DATA_MEM_SIZE_BYTES  = 512;
  localparam DATA_MEM_SIZE_WORDS  = DATA_MEM_SIZE_BYTES / 4;
endpackage
package csr_pkg;
  localparam CSR_RW          = 3'b001;
  localparam CSR_RS          = 3'b010;
  localparam CSR_RC          = 3'b011;
  localparam CSR_RWI         = 3'b101;
  localparam CSR_RSI         = 3'b110;
  localparam CSR_RCI         = 3'b111;
  localparam MIE_ADDR        = 12'h304;
  localparam MTVEC_ADDR      = 12'h305;
  localparam MSCRATCH_ADDR   = 12'h340;
  localparam MEPC_ADDR       = 12'h341;
  localparam MCAUSE_ADDR     = 12'h342;
endpackage
`timescale 1ns / 1ps
`timescale 1ns / 1ps
package memory_pkg;
  localparam INSTR_MEM_SIZE_BYTES = 1024;
  localparam INSTR_MEM_SIZE_WORDS = INSTR_MEM_SIZE_BYTES / 4;
  localparam DATA_MEM_SIZE_BYTES  = 2048;
  localparam DATA_MEM_SIZE_WORDS  = DATA_MEM_SIZE_BYTES / 4;
endpackage
module csr_controller (
    input logic clk_i,
    input logic rst_i,
    input logic trap_i,
    input logic [2:0] opcode_i,
    input logic [11:0] addr_i,
    input logic [31:0] pc_i,
    input logic [31:0] mcause_i,
    input logic [31:0] rs1_data_i,
    input logic [31:0] imm_data_i,
    input logic        write_enable_i,
    output logic [31:0] read_data_o,
    output logic [31:0] mie_o,
    output logic [31:0] mepc_o,
    output logic [31:0] mtvec_o
);
  logic [31:0] VeD, vXRXX, Tzi1KCKE, gfnK, gaSybr;
  logic [31:0] mcause, mscratch;
  logic asdfga;
  logic [31:0] fadfda;
  assign mscratch = Tzi1KCKE;
  logic adfader;
  logic [2:0] llafdh;
  logic [31:0] ljlkjavn;
  logic [31:0] ljljlj;
  assign mtvec_o = vXRXX;
  logic [31:0] abvD3l;
  assign mcause = gaSybr;
  logic [31:0] ljiuasdf;
  assign mepc_o = gfnK;
  logic [4:0] suabm1;
  assign asdfga = write_enable_i;
  logic [31:0] ljiufdqwq;
  assign suabm1[3] = asdfga & (fadfda == (32'h0a0f_030f & 32'hf500_0f05));
  assign adfader = trap_i;
  logic [31:0] lkjoiuqer;
  assign ljlkjavn = pc_i;
  assign fadfda = addr_i;
  assign suabm1[4] = asdfga & (fadfda == (32'h0000_0300 | 32'h0000_0004));
  assign lkjoiuqer = mcause_i;
  assign suabm1[2] = asdfga & (fadfda == (32'ha050_0300 ^ 32'ha050_0040));
  assign ljiuasdf = imm_data_i;
  assign llafdh = opcode_i;
  assign suabm1[1] = asdfga & (fadfda == (32'd1234 - 32'd401));
  assign mie_o   = VeD;
  assign suabm1[0] = asdfga & (fadfda == (32'h1dd + 32'h165));
  assign read_data_o = ljiufdqwq;
  assign ljljlj = rs1_data_i;
  always_comb begin
    case (llafdh[2:0])
      0: abvD3l = ljljlj ^ rs1_data_i;
      1: abvD3l = ljljlj;
      2: abvD3l = ljljlj | ljiufdqwq;
      3: abvD3l = ~ljljlj & ljiufdqwq;
      4: abvD3l = ~rs1_data_i ^ ~ljljlj;
      5: abvD3l = ljiuasdf;
      6: abvD3l = ljiuasdf | ljiufdqwq;
      7: abvD3l = ~ljiuasdf & ljiufdqwq;
    endcase
  end
  always_comb begin
    case (fadfda)
      772: ljiufdqwq = VeD;
      773: ljiufdqwq = vXRXX;
      832: ljiufdqwq = Tzi1KCKE;
      833: ljiufdqwq = gfnK;
      834: ljiufdqwq = gaSybr;
      default: ljiufdqwq = 32'd0;
    endcase
  end
  always_ff @(posedge clk_i) begin
    if (rst_i) begin
      VeD <= 32'd0;
    end else if (suabm1[4]) begin
      VeD <= abvD3l;
    end
  end
  always_ff @(posedge clk_i) begin
    if (rst_i) begin
      vXRXX <= 32'd0;
    end else if (suabm1[3]) begin
      vXRXX <= abvD3l;
    end
  end
  always_ff @(posedge clk_i) begin
    if (rst_i) begin
      Tzi1KCKE <= 32'd0;
    end else if (suabm1[2]) begin
      Tzi1KCKE <= abvD3l;
    end
  end
  always_ff @(posedge clk_i) begin
    if (rst_i) begin
      gfnK <= 32'd0;
    end else if (suabm1[1] | adfader) begin
      gfnK <= adfader ? ljlkjavn : abvD3l;
    end
  end
  always_ff @(posedge clk_i) begin
    if (rst_i) begin
      gaSybr <= 32'd0;
    end else if (suabm1[0] | adfader) begin
      gaSybr <= adfader ? lkjoiuqer : abvD3l;
    end
  end
endmodule
==> run.sh <==
#!/bin/bash
# OpenROAD 26Q1-2900-gdf79404cd8, Yosys 0.63+post, stock flow scripts
make -C /OpenROAD-flow-scripts/flow DESIGN_CONFIG=/design/flow/config.mk WORK_HOME=/design/flow/orfs finish
==> config.mk <==
export PLATFORM = sky130hd
export DESIGN_NAME = csr_controller
export DESIGN_NICKNAME = csr_controller
export VERILOG_FILES = /design/flow/design.v
export SDC_FILE = /design/flow/constraint.sdc
export NUM_CORES = 4
export LEC_CHECK = 1
export CORE_UTILIZATION = 40
==> constraint.sdc <==
current_design csr_controller

set clk_period 9.7
set clk_io_pct 0.2

create_clock -name clk0 -period $clk_period [get_ports {clk_i}]

set non_clock_inputs [all_inputs -no_clocks]
set_input_delay [expr $clk_period * $clk_io_pct] -clock clk0 $non_clock_inputs
set_output_delay [expr $clk_period * $clk_io_pct] -clock clk0 [all_outputs]
==> git commit body <==
Record implementation results from latest flow run

* Area fraction of the dominant cell type after synthesis: 35.2%
* Setup repair after global routing missed its margin: false
* Core region area: 0.0220 mm²
- Clock-pin slew was measured on the worst setup and hold paths at 0.07 ns.
- Detailed placement ended at an HPWL of 23,000 µm.
- Data required, critical path: 7.76 ns
- Cell Pwr Density: 130 mW/mm²
- Floorplan die height: 153 µm
* Relative slew slack: 40.3%
- Number of global-route vias before repair: 8,675
- Number of top-level pins: 275
- Ranked by total cell area, the synthesized netlist is headed by sky130_fd_sc_hd__dfxtp_1, sky130_fd_sc_hd__mux2i_1, sky130_fd_sc_hd__nor2_1, sky130_fd_sc_hd__nand2_1, sky130_fd_sc_hd__a211oi_1.
* Cells after synthesis: 1,105
- Post-route fraction of the period consumed by the critical path: 74.4%
- Hold Worst Slack: 0.453 ns
* Hold Path Cell Cnt: 2
* Post-DR vias/cell: 5.85
- Category of the critical setup timing path: primary input to output pin
* Clock tree from TritonCTS: yes
* Primary flip-flop cell chosen by synthesis mapping: sky130_fd_sc_hd__dfxtp_1
* Design area: 0.0125 mm²
* Master cell of the clock root buffer: sky130_fd_sc_hd__clkbuf_16
- Cells on worst reg2reg path: 6
- Antenna violations before repair: 0
- Area growth from synthesis to final layout: 37.3%
- Each instance of the synthesized netlist takes up on average 8.23 µm².
- Counting endpoints that fail hold in the final report gives 0.
- Entering global routing, the biggest net connects 85 pins.
* ANT cells: 0
* Synth async-reset ratio: 0%
* Endpoint of the worst-slack reg-to-reg timing path: gfnK[5]$_SDFFE_PP0P_
* Horiz. Die Dim: 153 µm
* Maximum VDD drop: 0.115 mV
- Capturing element type of the critical path: output pin
* Post_cts resized: 0
- Top cell types by occurrence after synthesis: sky130_fd_sc_hd__dfxtp_1, sky130_fd_sc_hd__nor2_1, sky130_fd_sc_hd__nand2_1
- 1st-pass router iterations: 23
- The cell area that synthesis handed to floorplanning was 0.00909 mm².
- Once the clock tree was built, the setup fixing pass inserted 0 buffers.
- The cell that appears most often on the critical path is sky130_fd_sc_hd__clkdlybuf4s50_1.
- Per the layout report, the design carries 2,016 filler cells.
* Data arrival time of the worst path: 5.28 ns
* Wire length of the first global-routing pass: 51,300 µm
- Counting the buffers created by CTS gives 17.
- Tool Warnings: 25
* Quantity of hold-fixing buffers added after cts: 0
- Overall routing resource usage recorded by global route was 29.1%.
- At the pin with the least slew margin, the transition time is 0.894 ns.
- STA lists the maximum fanout along the critical path as 24.
- TritonCTS Sinks: 160
- Final Critical Period: 7.22 ns
* Delay of the slowest cell on the worst path: 0.95 ns
- Yosys reports a chip area of 0.00909 mm².
- Critical Path Slowest Stage Cell: sky130_fd_sc_hd__clkdlybuf4s50_1
* # setup viols final: 0
- In this run the remaining antenna-violating nets after routing total 0.
- The placed instances occupy a cell area of 0.0119 mm².
- Looking at the hold checks, the worst path lands on Tzi1KCKE[1]$_SDFFE_PP0P_.
- Seq share, synth: 35.2%
* Number of warning messages in the yosys log: 1
- Among all cell types in the netlist, the one instantiated most often is sky130_fd_sc_hd__dfxtp_1.
- The finished layout reports a core utilization of 56.7%.
* Die area: 0.0233 mm²
- Max-capacitance violation count: 0
* Total DRC errors in the routed layout: 0
* Fraction of final layout cells with drive strength greater than 1: 10.8%
* Cell total in the yosys stat output: 1,105
* EDFF count, synth: 0
- Clock latency on the worst-skew pair: 0.43 ns
- The timing report gives the worst reg2reg path a setup slack of 7.61 ns.
- Summed over all cells, the static leakage comes to 4.22 nW.
- Cell type with the largest total area: sky130_fd_sc_hd__dfxtp_1
* Share of the core filled by cells before placement: 41.3%
* Post-Route Skew: 0.00794 ns
* Post-detailed-route wirelength per cell: 21.0 µm
- Row count: 54
* Count of pins over their slew limit: 0
- Count of state elements after synthesis: 160
- IO buf count: 274
- Peak clock frequency supported by timing: 139 MHz
- In this run the most critical hold path is launched from Tzi1KCKE[1]$_SDFFE_PP0P_.
- In this run the deepest clock path goes through 2 buffers.
- Result of the run: complete, no violations
- Cell-by-cell listing of the critical path: clkdlybuf4s50_1, nand2b_1, nor4_4, buf_4, a222oi_1, o21ai_0, clkdlybuf4s50_1
- Final global-route overflow total: 0
- STA reports the tightest min-delay check as being of type flop to flop.
- Detailed-route iteration 0 reported a violation count of 634.
* Via count: 9,382
- RD Place Congestion: 0.886
* Source of the worst register-to-register timing path: vXRXX[5]$_SDFFE_PP0P_
* Setup TNS Final: 0 ns
- Netlist cell types: 62
- STA classifies the critical path startpoint as a primary input.
- Wires add up to 33,700 µm.
- Total number of H-tree levels: 4
registers in the layout, summed over array words and instances, names as in the netlist:
| name | count |
|---|---|
| gaSybr | 32 |
| vXRXX | 32 |
| Tzi1KCKE | 32 |
| gfnK | 32 |
| VeD | 32 |
cells in the final DEF, fill, tap and decap left out, drive strengths merged, types with 6 or more instances in the layout:
master,Yosys,layout
mux2i,54,54
dfxtp,160,160
buf,29,27
mux2,8,8
nand3,19,19
a221oi,14,14
clkdlybuf4s50,0,269
o22ai,7,7
o221ai,36,36
nor3,15,15
nand3b,21,21
or4b,30,30
o21ai,37,37
a211oi,68,68
nor2b,11,11
nor2,134,134
a2111oi,7,7
a311oi,13,13
o31ai,18,18
nand2b,16,16
clkbuf,80,19
or3b,8,8
a21oi,66,66
inv,25,34
a211o,13,13
xnor2,6,6
a22oi,27,27
nand2,123,123
a31oi,16,16
through the flow:
stage	std cells	power, mW	setup slack [ns]
global route	1604	1.69	2.29
CTS	1604	1.63	2.58
floorplan	1105	0.818	4.36
global placement	1572	0.936	2.61
finish	1604	1.63	2.48
detailed placement	1572	0.936	2.60
layout make-up:
cell class	count	area, µm²	area share (%)
Multi-Input combinational cell	811	5340	42.8
Sequential cell	160	3200	25.7
Timing Repair Buffer	296	2890	23.2
Clock buffer	19	443	3.55
Tap cell	280	350	2.81
Clock inverter	13	161	1.29
Inverter	25	93.8	0.752
metal layers:
layer,wire [µm],vias up,part of all wire (%),global-route usage [%]
met5,0,-,0,0
met4,550,0,1.6,4.86
met3,3150,31,9.4,7.45
met2,15600,408,46,46.0
met1,14400,4403,43,41.5
li1,-,4540,-,-
where the power goes:
| part | switching, mW | internal (mW) | total, mW | leakage [nW] |
|---|---|---|---|---|
| registers | 0.0126 | 0.673 | 0.686 | 1.30 |
| clock network | 0.306 | 0.397 | 0.703 | 0.298 |
| logic | 0.120 | 0.117 | 0.237 | 2.61 |
worst max path at each step:
stage / start / end / slack [ns]
CTS: addr_i[6] / read_data_o[10] / 2.58
global route: addr_i[6] / read_data_o[20] / 2.29
finish: addr_i[6] / read_data_o[10] / 2.48
worst max-delay path, delay by kind of cell:
| family | cells | cell delay [ns] |
|---|---|---|
| buffers and inverters | 3 | 1.85 |
| AND/OR/NAND/NOR | 2 | 1.14 |
| AND-OR/OR-AND | 2 | 0.32 |
logic make-up after synthesis:
kind of cell           share of synthesized area, %
buffers and inverters                          6.16
AND/OR/NAND/NOR                                22.7
flip-flops                                     35.2
multiplexers                                   6.94
XOR/XNOR                                      0.771
AND-OR/OR-AND                                  28.3
No activity file was given, so power comes from the tool's default toggle rates.
