--- /design/flow/config.mk ---
export PLATFORM = sky130hd
export DESIGN_NAME = nexys_adder
export DESIGN_NICKNAME = nexys_adder
export VERILOG_FILES = /design/flow/design.v
export SDC_FILE = /design/flow/constraint.sdc
export NUM_CORES = 4
export LEC_CHECK = 1
export CORE_UTILIZATION = 30
--- /design/flow/constraint.sdc ---
current_design nexys_adder

set clk_period 6.8
set clk_io_pct 0.2

create_clock -name clk0 -period $clk_period [get_ports {CLK100}]

set non_clock_inputs [all_inputs -no_clocks]
set_input_delay [expr $clk_period * $clk_io_pct] -clock clk0 $non_clock_inputs
set_output_delay [expr $clk_period * $clk_io_pct] -clock clk0 [all_outputs]
--- /design/flow/design.v ---
package alu_opcodes_pkg;
localparam ALU_OP_WIDTH = 5;
localparam ALU_ADD  = 5'b00000;
localparam ALU_SUB  = 5'b01000;
localparam ALU_XOR  = 5'b00100;
localparam ALU_OR   = 5'b00110;
localparam ALU_AND  = 5'b00111;
localparam ALU_SRA  = 5'b01101;   
localparam ALU_SRL  = 5'b00101;   
localparam ALU_SLL  = 5'b00001;   
localparam ALU_LTS  = 5'b11100;   
localparam ALU_LTU  = 5'b11110;   
localparam ALU_GES  = 5'b11101;   
localparam ALU_GEU  = 5'b11111;   
localparam ALU_EQ   = 5'b11000;   
localparam ALU_NE   = 5'b11001;   
localparam ALU_SLTS = 5'b00010;   
localparam ALU_SLTU = 5'b00011;   
endpackage
package memory_pkg;
  localparam INSTR_MEM_SIZE_BYTES = 512;
  localparam INSTR_MEM_SIZE_WORDS = INSTR_MEM_SIZE_BYTES / 4;
  localparam DATA_MEM_SIZE_BYTES  = 512;
  localparam DATA_MEM_SIZE_WORDS  = DATA_MEM_SIZE_BYTES / 4;
endpackage
package csr_pkg;
  localparam CSR_RW          = 3'b001;
  localparam CSR_RS          = 3'b010;
  localparam CSR_RC          = 3'b011;
  localparam CSR_RWI         = 3'b101;
  localparam CSR_RSI         = 3'b110;
  localparam CSR_RCI         = 3'b111;
  localparam MIE_ADDR        = 12'h304;
  localparam MTVEC_ADDR      = 12'h305;
  localparam MSCRATCH_ADDR   = 12'h340;
  localparam MEPC_ADDR       = 12'h341;
  localparam MCAUSE_ADDR     = 12'h342;
endpackage
`timescale 1ns / 1ps
`timescale 1ns / 1ps
package memory_pkg;
  localparam INSTR_MEM_SIZE_BYTES = 1024;
  localparam INSTR_MEM_SIZE_WORDS = INSTR_MEM_SIZE_BYTES / 4;
  localparam DATA_MEM_SIZE_BYTES  = 2048;
  localparam DATA_MEM_SIZE_WORDS  = DATA_MEM_SIZE_BYTES / 4;
endpackage
module adder32(
    input logic [31:0] a_i,
    input logic [31:0] b_i,
    input logic carry_i,
    output logic [31:0] sum_o,
    output logic carry_o
);
    logic carry_0, carry_1, carry_2, carry_3, carry_4, carry_5, carry_6;
    adder4 sum0 (
        .a_i(a_i[3:0]),
        .b_i(b_i[3:0]),
        .carry_i(carry_i),
        .sum_o(sum_o[3:0]),
        .carry_o(carry_0)
    );
    adder4 sum1 (
        .a_i(a_i[7:4]),
        .b_i(b_i[7:4]),
        .carry_i(carry_0),
        .sum_o(sum_o[7:4]),
        .carry_o(carry_1)
    );
    adder4 sum2 (
        .a_i(a_i[11:8]),
        .b_i(b_i[11:8]),
        .carry_i(carry_1),
        .sum_o(sum_o[11:8]),
        .carry_o(carry_2)
    );
    adder4 sum3 (
        .a_i(a_i[15:12]),
        .b_i(b_i[15:12]),
        .carry_i(carry_2),
        .sum_o(sum_o[15:12]),
        .carry_o(carry_3)
    );
    adder4 sum4 (
        .a_i(a_i[19:16]),
        .b_i(b_i[19:16]),
        .carry_i(carry_3),
        .sum_o(sum_o[19:16]),
        .carry_o(carry_4)
    );
    adder4 sum5 (
        .a_i(a_i[23:20]),
        .b_i(b_i[23:20]),
        .carry_i(carry_4),
        .sum_o(sum_o[23:20]),
        .carry_o(carry_5)
    );
    adder4 sum6 (
        .a_i(a_i[27:24]),
        .b_i(b_i[27:24]),
        .carry_i(carry_5),
        .sum_o(sum_o[27:24]),
        .carry_o(carry_6)
    );
    adder4 sum7 (
        .a_i(a_i[31:28]),
        .b_i(b_i[31:28]),
        .carry_i(carry_6),
        .sum_o(sum_o[31:28]),
        .carry_o(carry_o)
    );
endmodule
module adder4(
    input logic [3:0] a_i,
    input logic [3:0] b_i,
    input logic carry_i,
    output logic [3:0] sum_o,
    output logic carry_o
);
    logic carry_0, carry_1, carry_2, carry_3;
    fulladder sum0(
        .a_i(a_i[0]),
        .b_i(b_i[0]),
        .carry_i(carry_i),
        .sum_o(sum_o[0]),
        .carry_o(carry_0)
    );
    fulladder sum1(
        .a_i(a_i[1]),
        .b_i(b_i[1]),
        .carry_i(carry_0),
        .sum_o(sum_o[1]),
        .carry_o(carry_1)
    );
    fulladder sum2(
        .a_i(a_i[2]),
        .b_i(b_i[2]),
        .carry_i(carry_1),
        .sum_o(sum_o[2]),
        .carry_o(carry_2)
    );
    fulladder sum3(
        .a_i(a_i[3]),
        .b_i(b_i[3]),
        .carry_i(carry_2),
        .sum_o(sum_o[3]),
        .carry_o(carry_o)
    );
endmodule
module fulladder(
    input logic a_i,
    input logic b_i,
    input logic carry_i,  
    output logic sum_o, 
    output logic carry_o
);
assign sum_o = (a_i ^ b_i) ^ carry_i;
assign carry_o = (a_i & b_i) | ((a_i ^ b_i) & carry_i);
endmodule
module nexys_adder(
    input CLK100,
    input resetn,
    input BTND,
    input  [15:0] SW,
    output [15:0] LED,
    output CA, CB, CC, CD, CE, CF, CG, DP,
    output [7:0] AN
    );
wire [31:0]              A;
wire [31:0]              B;
wire                     Pin;
wire [31:0]              S;
wire                     Pout;
localparam pwm = 1000;
reg [9:0] counter;
reg [3:0] semseg;
reg [7:0] ANreg;
reg CAr, CBr, CCr, CDr, CEr, CFr, CGr, DPr;
reg [15:0] LEDr;
adder32 DUT
(
  .a_i     (A),
  .b_i     (B),
  .carry_i (Pin),
  .sum_o   (S),
  .carry_o (Pout)
);
assign B = {24'b0,SW[7:0]};
assign A = {24'b0,SW[15:8]};
assign Pin = BTND;
assign LED[15:0] = LEDr[15:0];
assign AN[7:0] = ANreg[7:0];
assign {CA, CB, CC, CD, CE, CF, CG, DP} = {CAr, CBr, CCr, CDr, CEr, CFr, CGr, DPr};
initial ANreg[7:0] = 8'b11111110;
always @(posedge CLK100) begin
    if (!resetn) begin
        LEDr[15:0] <= 'b0;
        counter <= 'b0;
        ANreg[7:0] <= 8'b11111111;
        {CAr, CBr, CCr, CDr, CEr, CFr, CGr, DPr} <= 8'b11111111;
    end 
    else begin
        LEDr[15:0] <= S[15:0];
        if (counter < pwm) counter = counter + 'b1;
        else begin
            counter = 'b0;
            ANreg[1] <= ANreg[0];
            ANreg[2] <= ANreg[1];
            ANreg[4] <= ANreg[2];
            ANreg[5] <= ANreg[4];
            ANreg[6] <= ANreg[5];
            ANreg[7] <= ANreg[6];
            ANreg[0] <= !(ANreg[6:0] == 7'b1111111);
        end
        case (1'b0)
            ANreg[0]: begin 
                semseg <= (S) % 5'h10;
                DPr <= 1'b1;
            end
            ANreg[1]: begin 
                semseg <= (S / 'h10) % 5'h10;
                DPr <= 1'b1;
            end
            ANreg[2]: begin 
                semseg <= (S / 'h100) % 5'h10;
                DPr <= 1'b1;
            end
            ANreg[3]: begin 
                semseg <= (S / 'h1000) % 5'h10;
                DPr <= 1'b1;
            end
            ANreg[4]: begin 
                semseg <= (B) % 5'h10;
                DPr <= 1'b1;
            end    
            ANreg[5]: begin 
                semseg <= (B / 'h10) % 5'h10;
                DPr <= 1'b1;
            end    
            ANreg[6]: begin 
                semseg <= (A) % 5'h10;
                DPr <= 1'b0;
            end    
            ANreg[7]: begin 
                semseg <= (A / 'h10) % 5'h10;
                DPr <= 1'b1;
            end
        endcase
        case (semseg)
            4'h0: {CAr, CBr, CCr, CDr, CEr, CFr, CGr} <= 7'b0000001;
            4'h1: {CAr, CBr, CCr, CDr, CEr, CFr, CGr} <= 7'b1001111;
            4'h2: {CAr, CBr, CCr, CDr, CEr, CFr, CGr} <= 7'b0010010;
            4'h3: {CAr, CBr, CCr, CDr, CEr, CFr, CGr} <= 7'b0000110;
            4'h4: {CAr, CBr, CCr, CDr, CEr, CFr, CGr} <= 7'b1001100;
            4'h5: {CAr, CBr, CCr, CDr, CEr, CFr, CGr} <= 7'b0100100;
            4'h6: {CAr, CBr, CCr, CDr, CEr, CFr, CGr} <= 7'b0100000;
            4'h7: {CAr, CBr, CCr, CDr, CEr, CFr, CGr} <= 7'b0001111;
            4'h8: {CAr, CBr, CCr, CDr, CEr, CFr, CGr} <= 7'b0000000;
            4'h9: {CAr, CBr, CCr, CDr, CEr, CFr, CGr} <= 7'b0000100;
            4'hA: {CAr, CBr, CCr, CDr, CEr, CFr, CGr} <= 7'b0001000;
            4'hB: {CAr, CBr, CCr, CDr, CEr, CFr, CGr} <= 7'b1100000;
            4'hC: {CAr, CBr, CCr, CDr, CEr, CFr, CGr} <= 7'b0110001;
            4'hD: {CAr, CBr, CCr, CDr, CEr, CFr, CGr} <= 7'b1000010;
            4'hE: {CAr, CBr, CCr, CDr, CEr, CFr, CGr} <= 7'b0110000;
            4'hF: {CAr, CBr, CCr, CDr, CEr, CFr, CGr} <= 7'b0111000;
        endcase
    end
end
endmodule
--- /design/flow/run.sh ---
#!/bin/bash
# OpenROAD 26Q1-2900-gdf79404cd8, Yosys 0.63+post, stock flow scripts
make -C /OpenROAD-flow-scripts/flow DESIGN_CONFIG=/design/flow/config.mk WORK_HOME=/design/flow/orfs finish
==> flow_summary.json <==
{
  "wirelength_mm": 4.32,
  "row_count": 29,
  "hold_path_end": "counter[0]$_SDFF_PN0_",
  "postSynthAreaPerCell_um2": 9.33,
  "crit_chain": "clkdlybuf4s50_1, inv_1, fa_1, inv_1, fa_1, fa_1, fa_1, fa_1, fa_1, fa_1, inv_1, fa_1, o21ai_0, o21ai_0, o21ai_0",
  "grt_max_degree": 23,
  "coreArea_mm2": 0.00635,
  "post_cts_buffers": 0,
  "io-pin-count": 51,
  "gp_congestion": 0.873,
  "cp_num_buf_inv": 4,
  "worstSetupStartpointType": "input port",
  "power_leakage_nw": 1.01,
  "finalSetupTns_ns": 0,
  "cpPeakStageDelay_ns": 0.42,
  "p_per_area_mw_per_mm2": 188,
  "setup_viol": 0,
  "skew_ns": 0.00682,
  "status": "finished, final reports clean",
  "cp_slowest_cell": "fa_1",
  "slew_viol_final": 0,
  "fp_util_pct": 31.0,
  "timing.hold.ws_ns": 0.501,
  "layout_min_cycle_time_ns": 5.07,
  "cp.arrival_ns": 5.20,
  "reg2reg_from": "ANreg[6]$_SDFFE_PN1P_",
  "mostFrequentLayoutCells": "clkdlybuf4s50_1 (42), dfxtp_1 (34), o21ai_0 (20), nand3_1 (18), inv_1 (17)",
  "die_x_um": 83.0,
  "detailed_place_hpwl_mm": 3.17,
  "htreeDepth": 2,
  "cts_tree": "built",
  "io_buffers": 42,
  "chipArea_mm2": 0.00689,
  "area_delta_synth_final_pct": 28.0,
  "flop_cell": "dfxtp_1",
  "antenna_found_initial": 0,
  "cts_hold_buf": 0,
  "syn_area_mm2": 0.00197,
  "clock_latency_ns": 0.29,
  "hold_class": "register to register",
  "path_delay_family": "adder cells",
  "r2r_slack_ns": 5.08,
  "p_seq_share_pct": 50.7,
  "rsz0062_at_grt": "false",
  "drt_iter0_drc": 59,
  "ir_worst_vdd_uv": 91.8,
  "cp_common_cell": "fa_1",
  "p_int_w": 0.000367,
  "yosysWarnings": 1,
  "clkTransAtPathRegs_ns": 0.08,
  "ys_area_mm2": 0.00197,
  "fin_crit_sh_pct": 74.5,
  "insertedDiodeCount": 0,
  "min_from": "counter[0]$_SDFF_PN0_",
  "synth_seq_share_pct": 40.7,
  "ys_cells": 211,
  "layout_top_cell": "clkdlybuf4s50_1",
  "crit_fanout": 2,
  "ant_nets": 0,
  "drv_cap": 0,
  "slew_headroom_pct": 50.7,
  "syn-instance-count": 211,
  "via_per_inst": 4.92,
  "cts_resized": 0,
  "cts_buffers": 5,
  "r2r-end": "semseg[1]$_DFFE_PP_",
  "async_reset_ff_share_pct": 0,
  "grtUsageTotal_pct": 13.5,
  "warnings": 30,
  "tightest_slew_ns": 0.738,
  "cp.required_ns": 6.93,
  "synth-edff-count": 4,
  "switching_share_pct": 22.7,
  "die_y_um": 83.0,
  "max_freq_mhz": 197,
  "reg2reg_depth": 3,
  "power_frac_clock_pct": 37.1,
  "clock-sinks": 38,
  "clk_path_buf_depth": 2,
  "drt-pass1-iter-count": 4,
  "synthDistinctLibCells": 42,
  "wire_per_inst_um": 13.2,
  "switchingPower_w": 0.000108,
  "drive_gt1_share_pct": 5.98,
  "numSynthFlops": 38,
  "cp-end-kind": "register",
  "cts_root_buffer": "clkbuf_8",
  "route.detailed.drc": 0,
  "overflow": 0,
  "grt_pass1_wl_mm": 7.48,
  "min_path_cells": 1,
  "grt_pass1_vias": 1548,
  "vias": 1613,
  "path_class": "input port to register",
  "hold_viol_final": 0,
  "p_comb_share_pct": 12.2
}
## power by group through the flow
stage	clock (W)	sequential [W]	combinational (W)
global route	0.000195	0.000242	0.0000655
finish	0.000176	0.000241	0.0000580
CTS	0.000180	0.000241	0.0000590
## area by class of cell
class | instances | area [µm²]
sequential | 38 | 801
tap | 77 | 96.3
timing repair buffer | 42 | 420
clock buffer | 7 | 97.6
multi-input combinational | 146 | 1030
inverter | 17 | 63.8
clock inverter | 1 | 7.51
fill | 588 | 3830
## routing by layer
metal | GRT usage [%] | routed length [µm] | share of wire [%]
met5 | 0 | 0 | 0
met1 | 21.6 | 2130 | 49
met2 | 19.6 | 1880 | 43
met4 | 2.35 | 66 | 1.5
met3 | 2.93 | 253 | 5.9
## through the flow
stage / total power, W / std cells / area [µm²] / setup slack (ns) / utilization (%)
after floorplan: 0.000270 / 217 / 1990 / 2.03 / -
after global placement: 0.000305 / 320 / 2420 / 1.46 / 38.0
after detailed placement: 0.000305 / 320 / 2420 / 1.43 / 38.0
after CTS: 0.000480 / 328 / 2520 / 1.71 / 39.7
after global routing: 0.000503 / 328 / 2520 / 1.51 / 39.7
final: 0.000475 / 328 / 2520 / 1.73 / 39.7
## state kept, by name, indices dropped and copies added (netlist names)
name,count
counter,10
CFr,1
CGr,1
semseg,4
LEDr,9
CDr,1
DPr,1
CAr,1
CCr,1
ANreg,7
CEr,1
CBr,1
## Yosys cell counts (all sizes together) (2+ instances only)
library cell	instances	share of area, %
o21ai	21	5.3
dfxtp	34	35
nor2b	8	2.5
and3	3	0.95
fa	8	8.1
o211ai	3	1.1
a21oi	6	1.5
xor2	2	0.89
buf	10	3.6
o311ai	4	1.8
edfxtp	4	6.1
conb	2	0.38
and2	7	2.2
inv	17	3.2
or3	2	0.70
mux2	4	2.3
a222oi	3	1.5
nand3	18	4.6
nand2	7	1.3
clkbuf	6	1.1
nand4	2	0.95
nor3	3	0.76
ha	7	4.4
nor2	14	2.7
mux2i	3	1.5
## worst max path at each step
| stage | from | to | slack, ns | cells after the start |
|---|---|---|---|---|
| 4_1_cts | SW[0] | semseg[3]$_DFFE_PP_ | 1.71 | 15 |
| 5_1_grt | SW[0] | semseg[3]$_DFFE_PP_ | 1.51 | 15 |
| 6_report | SW[0] | semseg[3]$_DFFE_PP_ | 1.73 | 15 |
## cell families after synthesis
kind of cell             share of synthesized area (%)
AND-OR/OR-AND                                     15.4
multiplexers                                      3.81
other                                            0.381
adder cells (fa/ha/maj)                           12.6
XOR/XNOR                                          1.33
buffers and inverters                             7.94
flip-flops                                        40.7
AND/OR/NAND/NOR                                   17.9
No activity file was given, so power comes from the tool's default toggle rates.
